### /design/flow/design.v
module Cfu (
    input               cmd_valid,
    output              cmd_ready,
    input      [9:0]    cmd_payload_function_id,
    input      [31:0]   cmd_payload_inputs_0,
    input      [31:0]   cmd_payload_inputs_1,
    output reg          rsp_valid,
    input               rsp_ready,
    output reg [31:0]   rsp_payload_outputs_0,
    input               reset,
    input               clk
);
    reg signed [31:0] InputOffset, FilterOffset;
    reg signed [31:0] accumulator;  
    reg signed [31:0] acc0, acc1, acc2, acc3;
    reg [31:0] global_input;
    wire [31:0] simd_input = (cmd_payload_function_id[9:3] == 7'd0) ? cmd_payload_inputs_0 : global_input;
    wire [31:0] simd_filter = (cmd_payload_function_id[9:3] == 7'd0) ? cmd_payload_inputs_1 : cmd_payload_inputs_0;
    wire signed [31:0] prod_0, prod_1, prod_2, prod_3;
    assign prod_0 = ($signed(simd_input[7 : 0]) + InputOffset) * ($signed(simd_filter[7 : 0]) + FilterOffset);
    assign prod_1 = ($signed(simd_input[15: 8]) + InputOffset) * ($signed(simd_filter[15: 8]) + FilterOffset);
    assign prod_2 = ($signed(simd_input[23:16]) + InputOffset) * ($signed(simd_filter[23:16]) + FilterOffset);
    assign prod_3 = ($signed(simd_input[31:24]) + InputOffset) * ($signed(simd_filter[31:24]) + FilterOffset);
    wire signed [31:0] sum_prods;
    assign sum_prods = prod_0 + prod_1 + prod_2 + prod_3;
    assign cmd_ready = ~rsp_valid;
    always @(posedge clk) begin
        if (reset) begin
            rsp_payload_outputs_0 <= 32'b0;
            rsp_valid <= 1'b0;
            InputOffset <= 32'd0;
            FilterOffset <= 32'd0;
            accumulator <= 32'd0;
            acc0 <= 32'd0;
            acc1 <= 32'd0;
            acc2 <= 32'd0;
            acc3 <= 32'd0;
            global_input <= 32'd0;
        end else if (rsp_valid) begin
            if (rsp_ready) rsp_valid <= 1'b0;
        end else if (cmd_valid) begin
            rsp_valid <= 1'b1;
            case (cmd_payload_function_id[9:3])
                7'd0: begin
                    accumulator <= accumulator + sum_prods;
                    rsp_payload_outputs_0 <= accumulator;
                end
                7'd1: begin
                    accumulator <= 32'd0;
                    rsp_payload_outputs_0 <= 32'd0;
                end
                7'd2: begin
                    InputOffset <= $signed(cmd_payload_inputs_0);
                    rsp_payload_outputs_0 <= $signed(cmd_payload_inputs_0);
                end
                7'd3: begin
                    FilterOffset <= $signed(cmd_payload_inputs_0);
                    rsp_payload_outputs_0 <= $signed(cmd_payload_inputs_0);
                end
                7'd4: begin
                    rsp_payload_outputs_0 <= accumulator;
                end
                7'd5: begin
                    global_input <= cmd_payload_inputs_0;
                end
                7'd6: begin
                    acc0 <= acc0 + sum_prods;
                end
                7'd7: begin
                    acc1 <= acc1 + sum_prods;
                end
                7'd8: begin
                    acc2 <= acc2 + sum_prods;
                end
                7'd9: begin
                    acc3 <= acc3 + sum_prods;
                end
                7'd10: begin
                    acc0 <= 32'd0;
                    acc1 <= 32'd0;
                    acc2 <= 32'd0;
                    acc3 <= 32'd0;
                end
                7'd11: rsp_payload_outputs_0 <= acc0;
                7'd12: rsp_payload_outputs_0 <= acc1;
                7'd13: rsp_payload_outputs_0 <= acc2;
                7'd14: rsp_payload_outputs_0 <= acc3;
                default: rsp_payload_outputs_0 <= 32'b0;
            endcase
        end
    end
endmodule
### /design/flow/run.sh
#!/bin/bash
# OpenROAD 26Q1-2900-gdf79404cd8, Yosys 0.63+post, stock flow scripts
make -C /OpenROAD-flow-scripts/flow DESIGN_CONFIG=/design/flow/config.mk WORK_HOME=/design/flow/orfs finish
### /design/flow/config.mk
export PLATFORM = sky130hd
export DESIGN_NAME = Cfu
export DESIGN_NICKNAME = Cfu
export VERILOG_FILES = /design/flow/design.v
export SDC_FILE = /design/flow/constraint.sdc
export NUM_CORES = 4
export LEC_CHECK = 1
export CORE_UTILIZATION = 50
### /design/flow/constraint.sdc
current_design Cfu

set clk_period 52.7
set clk_io_pct 0.2

create_clock -name clk0 -period $clk_period [get_ports {clk}]

set non_clock_inputs [all_inputs -no_clocks]
set_input_delay [expr $clk_period * $clk_io_pct] -clock clk0 $non_clock_inputs
set_output_delay [expr $clk_period * $clk_io_pct] -clock clk0 [all_outputs]
==> results.cfg <==
; physical design summary
[synthesis]
edf_count = 0
synthCells = 11300
ys_chip_area_um2 = 95400
async_flop_share = 0
synth.distinct_cells = 97
syn_area_um2 = 95400
synth_flops = 289
postSynthAreaPerCell_um2 = 8.48
yosys_cells = 11300
ys_warn_count = 1
yosys.stat.seqShare = 0.0606
ys.flop_type = dfxtp_1

[clock_network]
clock-root-buffer = clkbuf_16
tritoncts = built
clk-insertion-delay-late_ns = 0.55
cts_sinks = 289
clkTransAtPathRegs_ns = 0.06
cts.hold.buffers_added = 0
clockBufferDepth = 3
cts_buffers = 37
cts.htree.levels = 2
cts_setup_buffers = 0
cts_resized = 0

[grt]
met1_usage = 0.539
busiest_layer = met2
grt_use_total = 0.426
met2_usage = 0.569
grtUsageMet3 = 0.242
grt_max_degree = 153
antenna_found_initial = 22
gr-total-overflow = 0
grt_pass1_wl_um = 547000
first_global_vias = 80200

[floorplan]
fp-row-count = 159
die_y_um = 439
core_um2 = 189000
die_w_um = 439
io_pins = 112
dieArea_um2 = 193000
fp_util = 0.506

[setup_path]
worst-r2r-cell-count = 45
path_class = in -> reg
crit_family = adder cells
crit_arrival_ns = 28.30
cp_num_buf_inv = 5
path_common_cell = fa_1
critPathMaxStageDelay_ns = 0.82
start_kind = primary input
r2r_end = accumulator[31]
critPathRequiredTime_ns = 53.11
worst-path-max-fanout = 42
rr_startpoint = FilterOffset[0]
cp_num_cells = 48
cp-end-kind = flip-flop
ff2ff_setup_slack_ns = 36.67
slowest_stage = fa_1

[final_timing]
maxSlewViolCount = 0
finClkSkew_ns = 0.0232
clock.fmax_mhz = 35.9
tightestPinTransition_ns = 1.20
relSlewSlack = 0.195
hold_viol = 0
setup_tns_ns = 0
finalSetupViolations = 0
period_minus_slack_ns = 27.89
layout_worst_path_cycle_share = 0.529
rsz0062_at_grt = no

[route]
wl_um = 376000
ant_nets = 0
drt-initial-drc-count = 5252
viasPerCell = 5.58
remaining_drc_errors = 0
wl_per_cell_um = 26.9
num_vias = 77800
first_pass_iters = 7

[run]
maxCapViolations = 0
openroad.warnings = 40

[placed_design]
place_congestion = 1.07
hpwl_um = 317000
port_buffers = 108
placed_area_um2 = 102000

[power_and_ir_drop]
finalPower_uw = 913
p_leak_nw = 52.1
power.density_nw_per_um2 = 8.88
vdd.ir_drop.worst_mv = 0.0231

[run_status]
outcome = finished, final reports clean

[finish]
lay_top_cells = inv_1 (2,258), fa_1 (1,809), nand2_1 (1,507)
final_common_cell = inv_1
drive_above_1_share = 0.0583
syn_to_final_growth_pct = 7.81
fin_area_um2 = 103000

[worst_hold_path]
hold_depth = 2
holdPathEnd = global_input[23]
hold_class = reg -> reg
min_from = global_input[23]
## worst max path at each step
| stage | start | to |
|---|---|---|
| 5_1_grt | cmd_payload_function_id[3] | accumulator[31] |
| 6_report | cmd_payload_function_id[3] | accumulator[31] |
| 4_1_cts | cmd_payload_function_id[3] | accumulator[31] |
## state kept, by name (all words and copies together), names as in the netlist
name,cells
FilterOffset,32
InputOffset,32
acc0,32
acc1,32
acc2,32
acc3,32
accumulator,32
global_input,32
rsp_payload_outputs_0,32
rsp_valid,1
## power by group
| part | internal [mW] | leakage [nW] | switching, mW | total, mW |
|---|---|---|---|---|
| logic | 0.156 | 49.2 | 0.282 | 0.438 |
| clock network | 0.150 | 0.585 | 0.106 | 0.256 |
| registers | 0.219 | 2.33 | 0.000540 | 0.220 |
## kinds of logic after synthesis
logic type	synth area share
fa+ha+maj	0.509
flops	0.0606
compound gates	0.0966
buf+inv	0.105
xor+xnor	0.0649
simple gates	0.156
mux	0.00877
## per-layer routing
layer	share of wire	routed length, µm
met1	0.36	136000
met2	0.41	154000
met3	0.14	54500
met4	0.081	30600
met5	0.0039	1470
## stage by stage
stage          std cells  setup WS (ns)  utilization  hold slack [ns]
6_report           14000          24.81        0.545            0.452
5_1_grt            13900          24.40        0.545            0.470
4_1_cts            13900          25.26        0.545            0.453
3_5_place_dp       13900          24.79        0.539            0.444
3_3_place_gp       13900          24.81        0.539            0.439
2_1_floorplan      11300          27.84            -            0.432
## cell usage after synthesis, types with 64 or more instances
library cell | number | area [µm²]
a222oi_1 | 64 | 641
mux2_2 | 64 | 721
xnor2_1 | 425 | 3720
nor2b_1 | 92 | 576
and2_1 | 337 | 2110
a21oi_1 | 458 | 2290
dfxtp_1 | 289 | 5790
nor3_1 | 102 | 510
xor2_1 | 175 | 1530
nor2_1 | 1002 | 3760
nand2_1 | 1507 | 5660
ha_1 | 984 | 12300
nand3_1 | 75 | 375
o21ai_0 | 206 | 1030
a21o_1 | 113 | 848
fa_1 | 1809 | 36200
nand2b_1 | 91 | 569
a22oi_1 | 101 | 758
inv_1 | 2258 | 8480
clkbuf_1 | 392 | 1470
## worst min-delay path, cell delays in order, from the launching register on
cell and delay [ns]:
dfxtp_1 0.30, nand2_1 0.05, a21oi_1 0.05
## final cells by class
| class | instances | area [µm²] |
|---|---|---|
| diodes | 31 | 77.6 |
| clock buffers | 45 | 1010 |
| clock inverters | 17 | 165 |
| fillers | 17100 | 85700 |
| inverters | 2260 | 8480 |
| multi-input cells | 8306 | 80000 |
| flip-flops and latches | 289 | 5790 |
| well taps | 2495 | 3120 |
| repair buffers | 520 | 4190 |
No activity file was given, so power comes from the tool's default toggle rates.
